--- design/flow/design.v ---
module divider (clk_in, control_word,enable_in,enable_out,reset,clk_out_gated);
input clk_in;
input reset;
input enable_in,enable_out;
input [7:0] control_word;
output clk_out_gated;
wire clk_in1,clk_in2,clk_in3,clk_in4;
wire q_2,q_4,q_8,q_3,q_6,q_5;
wire clk_in_gated,clk_out;
reg d_latch,out_latch;
always@(~clk_in) begin
  if(~clk_in)
    d_latch <= enable_in;
  end
assign clk_in_gated = d_latch && clk_in;
assign clk_in1 = (control_word==8'b000 || control_word==8'b001) ? clk_in_gated : 1'b0;
assign clk_in2 = (control_word==8'b010 || control_word==8'b011 || control_word==8'b100) ? clk_in_gated : 1'b0;
assign clk_in3 = (control_word==8'b101 || control_word==8'b110) ? clk_in_gated : 1'b0;
assign clk_in4 = (control_word==8'b111) ? clk_in_gated : 1'b0;
div_2_4_8 div_2_4_80(clk_in2,reset,q_2,q_4,q_8);
div_3_6 div_3_60(clk_in3,reset,q_3,q_6);
div5 div50(clk_in4,reset,q_5);
assign clk_out = (control_word==8'b000 || control_word==8'b001) ? clk_in1 : (control_word==8'b010) ? q_2 : (control_word==8'b011) ? q_4 : (control_word==8'b100) ? q_8 : (control_word==8'b101) ? q_3 : (control_word==8'b110) ? q_6 : (control_word==8'b111) ? q_5 : 1'b0;
always@(~clk_out) begin
  if(~clk_out)
    out_latch <= enable_out;
  end
assign clk_out_gated = out_latch && clk_out;
endmodule
module div_2_4_8 (clk_in, reset, clk_out_2, clk_out_4, clk_out_8) ;
input clk_in;
input reset;
output clk_out_2;
output clk_out_4;
output clk_out_8;
wire q_2,q_4,q_8;
div2 div20(clk_in,reset,q_2);
div2 div21(q_2,reset,q_4);
div2 div22(q_4,reset,q_8);
assign clk_out_2 = q_2;
assign clk_out_4 = q_4;
assign clk_out_8 = q_8;
endmodule
module div2 (clk_in,reset, clk_out);
   input               clk_in                   ;
   input               reset                    ;
   output              clk_out                  ;
   wire                 clk_in                  ;
  reg                   clk_out                 ;
  always @ (posedge clk_in or negedge reset)  
  if (!reset) begin 
    clk_out <= 1'b0;
  end else begin
    clk_out <=  ! clk_out ; 
  end
  endmodule
module div_3_6 (clk_in, reset, clk_out_3, clk_out_6) ;
input clk_in;
input reset;
output clk_out_3;
output clk_out_6;
wire q_3,q_6;
divide_by_3 divide_by_30(clk_in,reset,q_3);
div2 div20(q_3,reset,q_6);
assign clk_out_3 = q_3;
assign clk_out_6 = q_6;
endmodule
module divide_by_3 (
  clk_in       ,  
 reset        ,  
  clk_out         
  );
  input clk_in;
  input  reset;
  output clk_out;
  reg [1:0] pos_cnt;
  reg [1:0] neg_cnt;
  always @ (posedge clk_in or negedge reset)
  if (!reset) begin
    pos_cnt <= 0;
  end else begin
    pos_cnt <= (pos_cnt == 2) ? 0 : pos_cnt + 1;
  end
  always @ (negedge clk_in or negedge reset)
  if (!reset) begin
    neg_cnt <= 0;
  end else begin
    neg_cnt <= (neg_cnt == 2) ? 0 : neg_cnt + 1;
  end
  assign clk_out = ((pos_cnt  != 2) && (neg_cnt  != 2));
  endmodule
module div5 (clk,reset,clk_out_5);
input clk;
input reset;
output clk_out_5;
wire q0, q1, q2, q_n0, q_n1, q_n2;
wire t0 = q_n2; 
wire t1 = q0;
wire t2 = (q0 & q1)| q2;
   assign clk_out_5 = q1;
   t_ff t_ff0(clk, reset, t0, q0, q_n0);
   t_ff t_ff1(clk, reset, t1, q1, q_n1);
   t_ff t_ff2(clk, reset, t2, q2, q_n2);
endmodule
module t_ff(clk, reset, t, q, q_n);
   input clk, reset, t;
   output q, q_n;
   reg    q, q_n;
   always @(posedge clk or negedge reset) begin
      if (!reset) begin
         q <= 0;
         q_n <= 1;
      end else begin
         if (t) begin
            q <= ~q;
            q_n <= ~q_n;
         end		
      end
   end	
endmodule
--- design/flow/run.sh ---
#!/bin/bash
# OpenROAD 26Q1-2900-gdf79404cd8, Yosys 0.63+post, stock flow scripts
make -C /OpenROAD-flow-scripts/flow DESIGN_CONFIG=/design/flow/config.mk WORK_HOME=/design/flow/orfs finish
--- design/flow/config.mk ---
export PLATFORM = sky130hd
export DESIGN_NAME = divider
export DESIGN_NICKNAME = divider
export VERILOG_FILES = /design/flow/design.v
export SDC_FILE = /design/flow/constraint.sdc
export NUM_CORES = 4
export LEC_CHECK = 1
export CORE_AREA = 10 10 85 85
export DIE_AREA = 0 0 95 95
--- design/flow/constraint.sdc ---
current_design divider

set clk_period 3.0
set clk_io_pct 0.2

create_clock -name clk0 -period $clk_period

set non_clock_inputs [all_inputs -no_clocks]
set_input_delay [expr $clk_period * $clk_io_pct] -clock clk0 $non_clock_inputs
set_output_delay [expr $clk_period * $clk_io_pct] -clock clk0 [all_outputs]
==> reports/metrics.csv <==
stage,metric,value,unit
synth,postSynthCellCount,55,
place,io_buffers,13,
final_timing,hold_violations,0,
grt,grtUsageTotal,2.15,%
synth,synthArstFlopShare,85.7,%
final_timing,unclocked_pins,14,
synth,avgSynthCellArea,10.3,um2
synth,synthFlopType,dfrtp_1,
cells_and_area,area_growth,38.7,%
synth,yosys_cells,55,
routing,routedWlPerCell,6.52,um
floorplan,io_pins,13,
final_timing,max-slew-margin-rel,65.0,%
final_timing,untimed_endpoints,14,
final_timing,period_used_share,93.8,%
floorplan,dieArea,9030,um2
pwr,irDropWorstVdd,0.0307,mV
synth,topCellsByArea,"dfrtp_1 (40%), dfrtn_1 (8.8%), mux2i_1 (7.1%), nor2_1 (6.0%), dlxtn_1 (5.3%)",
setup_path,crit_type,input port to output port,
setup_path,cp_data_arrival_time,2.21,ns
status,status,finished clean,
floorplan,dieWidth,95,um
pwr,pwr_density_cell,40.7,nW/um2
hold_path,hold_end,clk_out_gated,
synth,top_cells_by_count,"dfrtp_1 (9), nor2_1 (9), inv_1 (7)",
synth,syn_area,566,um2
routing,ant_nets,0,
final_timing,fmax,356,MHz
pwr,finalPower,0.0000319,W
final_timing,rsz0062_at_grt,no,
synth,top_area_cell,dfrtp_1,
routing,antenna_cells,0,
routing,drt-initial-drc-count,10,
place,routabilityCongestion,0.757,
flow_run,maxCapViolations,0,
floorplan,rows,27,
final_timing,tightest_slew,0.523,ns
synth,top_cell_area_share,39.8,%
grt,grt_overflow_total,0,
floorplan,fp_util,10.3,%
grt,grt_pass1_wl,1.69,mm
flow_run,warnings,32,
setup_path,cp_max_fo,5,
setup_path,cp.required,2.40,ns
final_timing,setup_viol,0,
synth,edf_count,0,
grt,grt_max_degree,13,
synth,ys_ff,14,
pwr,p_leak,0.337,nW
cells_and_area,drive_above_1_share,2.94,%
grt,antenna_found_initial,0,
routing,dr_total_vias,390,
hold_path,hp-start,control_word[1],
synth,synth.distinct_cells,19,
final_timing,fin_tns_setup,0,ns
hold_path,hold_path_depth,6,
routing,first_pass_iters,4,
synth,ys_area,566,um2
routing,drc_errors,0,
setup_path,cp-end-kind,output port,
cells_and_area,reg_top3,"div_3_60.divide_by_30.neg_cnt x2, div_3_60.divide_by_30.pos_cnt x2",
floorplan,die_y,95,um
hold_path,hold_path_class,input port to output port,
final_timing,hold_slack,2.19,ns
synth,yosysWarnings,4,
final_timing,fin_crit,2.81,ns
grt,grt_pass1_vias,403,
floorplan,core_area,5470,um2
routing,via_per_inst,2.79,
setup_path,startpoint_type,input port,
routing,finalWirelength,913,um
place,hpwl,843,um
final_timing,report.final.slew_viol_count,0,
-- through the flow --
step | instance area [um2] | setup WS (ns) | utilization, % | std cells
floorplan | 566 | 1.22 | - | 55
global placement | 782 | 0.157 | 14.3 | 140
detailed placement | 782 | 0.166 | 14.3 | 140
CTS | 782 | 0.147 | 14.3 | 140
global route | 785 | 0.0370 | 14.3 | 140
finish | 785 | 0.187 | 14.3 | 140
-- cells by family (layout without fill, tap and decap cells) --
kind of cell / Yosys count / in the layout / share of synthesized area, %
and+or+nand+nor: 19 / 19 / 14.4
buffers and inverters: 8 / 21 / 6.64
DFF: 12 / 12 / 53.3
muxes: 4 / 4 / 7.08
xor gates and xnor gates: 4 / 4 / 6.20
AOI/OAI and AO/OA: 6 / 6 / 7.08
latches: 2 / 2 / 5.31
-- metal layers --
layer	wire length [um]	up-vias	part of all wire, %	GRT usage (%)
li1	-	203	-	-
met1	539	172	59	3.63
met2	312	15	34	2.80
met3	61	0	6.7	0.481
met4	0	0	0	0
met5	0	-	0	0
-- layout make-up --
class | count | area, um2
timing repair buffer | 14 | 140
inverter | 7 | 26.3
tap | 72 | 90.1
multi-input combinational | 33 | 196
sequential | 14 | 332
fill | 631 | 4690
-- how the worst max path moves through the flow --
stage,start,end,slack (ns),depth (start not counted)
4_1_cts,control_word[1],clk_out_gated,0.15,6
5_1_grt,control_word[0],clk_out_gated,0.04,6
6_report,control_word[0],clk_out_gated,0.19,5
-- critical path, stage by stage --
cell	delay [ns]
clkdlybuf4s50_1	0.59
inv_1	0.09
o311ai_1	0.39
a21oi_1	0.12
clkdlybuf4s50_1	0.43
-- placed cells by master (no fill, tap or decap), drive strengths merged --
cell / Yosys / layout
a21oi: 3 / 3
a22oi: 1 / 1
a2bb2oi: 1 / 1
and2: 1 / 1
buf: 1 / 1
clkdlybuf4s50: 0 / 12
dfrtn: 2 / 2
dfrtp: 9 / 9
dfstp: 1 / 1
dlxtn: 2 / 2
dlymetal6s2s: 0 / 1
inv: 7 / 7
mux2i: 4 / 4
nand2: 5 / 5
nand2b: 1 / 1
nand4: 1 / 1
nor2: 9 / 9
nor3: 2 / 2
o311ai: 1 / 1
xnor2: 2 / 2
xor2: 2 / 2
-- where the power goes --
group | internal, W | switching [W] | leakage [nW]
Clock | 0 | 0 | 0
Sequential | 0.00000134 | 0.000000157 | 0.183
Combinational | 0.0000189 | 0.0000115 | 0.154
-- repair_timing --
item / CTS / global route
setup buffers: 0 / 0
endpoints found under the setup margin: 0 / 1
hold buffers: 0 / 0
resized: 0 / 1
Power is estimated from default activity; no workload was simulated.
