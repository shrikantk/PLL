$ cat config.mk
export PLATFORM = sky130hd
export DESIGN_NAME = reg_top
export DESIGN_NICKNAME = reg_top
export VERILOG_FILES = /design/flow/design.v
export SDC_FILE = /design/flow/constraint.sdc
export NUM_CORES = 4
export LEC_CHECK = 1
export CORE_UTILIZATION = 40
$ cat constraint.sdc
current_design reg_top

set clk_period 4.5
set clk_io_pct 0.2

create_clock -name clk0 -period $clk_period [get_ports {clk}]
create_clock -name clk1 -period $clk_period [get_ports {sck}]

set non_clock_inputs [all_inputs -no_clocks]
set_input_delay [expr $clk_period * $clk_io_pct] -clock clk0 $non_clock_inputs
set_output_delay [expr $clk_period * $clk_io_pct] -clock clk0 [all_outputs]
$ cat design.v
module reg_block (
  input        	   clk,
  input        	   rst_n,
  input       	   rw, 	     
  input       	   valid,      
  output reg [7:0] data_in_reg,
  input      [7:0] data_to_reg,
  input      [3:0] addr_to_reg,
  output reg [7:0] dco_tst_reg1, 
  output reg [7:0] div_reg1,  
  output 	   div_en11,  
  output 	   div_en12
  );
reg [7:0] enable_reg1 ;
reg [7:0] rd_data;
wire [3:0] addr_to_reg_qu;
always @ (posedge clk or negedge rst_n)
begin
  if(!rst_n)
  begin  
    dco_tst_reg1       <= 8'd0;
    div_reg1	   <= 8'd0;         
    enable_reg1    <= 8'd3;    
  end
  else if (rw && valid)
  begin
    dco_tst_reg1    <= (addr_to_reg == 4'd0) ? data_to_reg :  dco_tst_reg1;
    div_reg1    <= (addr_to_reg == 4'd1) ? data_to_reg :  div_reg1;
    enable_reg1 <= (addr_to_reg == 4'd2) ? data_to_reg :  enable_reg1;
  end
end
assign addr_to_reg_qu = addr_to_reg & {4{!rw & valid}};
always @ (*)
begin
   case (addr_to_reg_qu)
     4'd0 : rd_data = dco_tst_reg1;
     4'd1 : rd_data = div_reg1;
     4'd2 : rd_data = enable_reg1;
     default : rd_data = 8'd0;
   endcase
end
always @ (posedge clk or negedge rst_n)
begin
  if (!rst_n)
  begin
    data_in_reg <= 8'd0;
  end
  else if (!rw && valid)
  begin
    data_in_reg <= rd_data;
  end
end
assign  div_en11 = enable_reg1[0]; 
assign  div_en12 = enable_reg1[1];
endmodule
module reg_top (
    input 	 clk,
    input 	 rst_n, 
    input 	 ss,
    input 	 mosi,
    output  	 miso,
    input 	 sck,
    output  [7:0] dco_tst_reg1 ,  
    output  [7:0] div_reg1    ,    
    output        div_en11    ,
    output        div_en12    
    );
wire [7:0] data_in_reg, data_to_reg;
wire [3:0] addr_to_reg;
spi_slave SPI (
  .clk   ( clk ),    
  .rst_n ( rst_n ), 
  .ss    ( ss ),
  .mosi  ( mosi ),
  .miso  ( miso ),
  .sck   ( sck ),
  .rw 	       ( rw 	    ),
  .valid       ( valid      ),
  .data_in_reg ( data_in_reg),
  .data_to_reg ( data_to_reg),
  .addr_to_reg ( addr_to_reg)
 );
reg_block REG (
  .clk         ( clk         ), 
  .rst_n       ( rst_n	     ),
  .rw 	       ( rw 	     ), 
  .valid       ( valid       ),
  .data_in_reg ( data_in_reg ),
  .data_to_reg ( data_to_reg ),
  .addr_to_reg ( addr_to_reg ),
  .dco_tst_reg1 ( dco_tst_reg1 ),  
  .div_reg1    ( div_reg1    ),    
  .div_en11    ( div_en11    ),
  .div_en12    ( div_en12    )
);
endmodule
module spi_slave(
    input 	 clk,
    input 	 rst_n, 
    input 	 ss,
    input 	 mosi,
    output reg 	 miso,
    input 	 sck,
    output 	 rw, 			 
    output 	 valid, 		 
    input  [7:0] data_in_reg,
    output [7:0] data_to_reg,
    output [3:0] addr_to_reg
    );
reg [7:0] dout_q;
reg [15:0] data_q;
reg [2:0] cnt;
reg ss_sync1, ss_sync2, ss_sync_d, rd_sync1, rd_sync2, rd_sync_d;
always @(posedge sck or negedge rst_n)
begin
if(!rst_n)
     data_q <= 16'd0;  
else if(!ss)
     data_q <= {data_q[14:0], mosi};	
end
always @(negedge sck or negedge rst_n)
begin
if(!rst_n)
begin
     miso <= 1'd0;  
     dout_q <= 8'd0;
     cnt  <= 3'd0;	
end	
else if(!ss)
begin
     cnt <= cnt + 1'b1;     
     if (cnt == 3'b0)
     begin 
        dout_q <= {data_in_reg[6:0], data_in_reg[7]};
        miso <= data_in_reg[7];
     end	
     else
     begin		
        dout_q <= {dout_q[6:0], dout_q[7]};
        miso <= dout_q[7];
     end
end
end
always @ (posedge clk or negedge rst_n)
begin
   if(!rst_n)
   begin
	ss_sync1  <= 1'b0;
	ss_sync2  <= 1'b0;
	ss_sync_d <= 1'b0;
   end
   else
   begin
	ss_sync1  <= ss;
	ss_sync2  <= ss_sync1;
	ss_sync_d <= ss_sync2;
   end
end
assign valid = ss_sync2 & !ss_sync_d;
assign data_to_reg = data_q[7:0];
assign addr_to_reg = data_q[11:8];
assign rw = data_q[15];
endmodule
$ cat run.sh
#!/bin/bash
# OpenROAD 26Q1-2900-gdf79404cd8, Yosys 0.63+post, stock flow scripts
make -C /OpenROAD-flow-scripts/flow DESIGN_CONFIG=/design/flow/config.mk WORK_HOME=/design/flow/orfs finish
==> metrics.yaml <==
yosys:
  synth_flops: 62
  aoi_share_pct: 8.40
  synthDistinctLibCells: 27
  ys_warn_count: 4
  yosysTopAreaCell: "dfrtp_1"
  synthArstFlopShare_pct: 100
  postSynthSeqShare_pct: 57.3
  synthCells: 189
  synth_area_um2: 2710
  syn_avg_cell_area_um2: 14.3
  xor_share_pct: 0.646
  edf_count: 0
  area_leaders: "dfrtp_1, mux2_2, dfrtn_1"
  synthMuxAreaShare_pct: 20.0
  synth-main-ff-cell: "dfrtp_1"
  yosys_cells: 189
  synthSimpleGateAreaFrac_pct: 9.32
  ys_top_cells_by_count: "dfrtp_1, mux2_2, nand3b_1"
  top_area_share_pct: 45.2
  synth-adder-area-share_pct: 0.923
  yosysChipArea_um2: 2710
  synthTopLogicFamily: "multiplexers"
  top_cell: "dfrtp_1"
layout:
  fillCellCount: 560
  stdcell_count: 287
  regMostFlops: "SPI.data_q"
  drive_above_1_share_pct: 29.5
  syn2layout_area_growth_pct: 14.7
  largest_register_ffs: 16
worst_setup_path:
  rr_worst_depth: 2
  critical_path.top_delay_family: "buffers and inverters"
  end_kind: "output port"
  crit_fanout: 3
  endpoint: "miso"
  critical_path_class: "flop to output port"
  critPathSlowestCell: "clkdlybuf4s50_1"
  reg2reg_to: "SPI.dout_q[7]$_DFFE_NN0N_"
  start_kind: "flop"
  crit_path_start: "SPI.dout_q[0]$_DFFE_NN0N_"
  cp_slowest_stage_delay_ns: 0.47
  cp.required_ns: 3.60
  path_buffers: 1
  cp.arrival_ns: 3.43
  r2r_start: "REG.data_in_reg[6]$_DFFE_PN0N_"
  rrSetupSlack_ns: 1.46
  path_cells: "clkdlybuf4s50_1"
  worst-path-stages: 1
die:
  rows: 29
  die_h_um: 84.3
  fp_util_pct: 42.0
  core_um2: 6460
  die_w_um: 84.3
  chipArea_um2: 7110
  ios: 24
placed_design:
  dp.cells: 276
  gp_congestion: 0.774
  dp_slack_ns: 0.203
  dp_hpwl_um: 3400
  port_buffers: 22
routing:
  routed_wirelength_um: 4880
  first_iter_violations: 85
  viasPerCell: 5.45
  routed-via-count: 1565
  wl_met3_um: 245
  routed.top_layer: "met4"
  final_antenna_net_count: 0
  wl_per_cell_um: 17.0
  route.layer.met1.wl_um: 2430
  antenna_cells: 0
  dr.pass1.iters: 20
  dr_wl_met2_um: 2130
  drc_errors: 0
final_timing:
  setup_tns_ns: 0
  max_slew_margin_pct: 37.7
  rsz0062_at_grt: "no"
  finalHoldViolations: 0
  setup_viol: 0
  skew_ns: 0.00755
  slew_viol_final: 0
  worst_pin_slew_ns: 0.932
  layout_setup_ws_ns: 0.168
status:
  outcome: "finished, final reports clean"
power:
  vdd_drop_max_v: 0.000304
  p_comb_share_pct: 24.0
  power_frac_seq_pct: 54.0
  leakagePower_uw: 0.00131
  power.density_nw_per_um2: 588
  power.internal_uw: 1300
  switching_power_uw: 531
  p_clk_share_pct: 22.0
  sw_frac_of_total_pct: 29.0
worst_hold_path:
  hp-start: "SPI.ss_sync1$_DFF_PN0_"
  hold_path.class: "flop to flop"
global_route:
  grt_pass1_wl_um: 8400
  grt_pass1_vias: 1581
  grt_antenna_before_repair: 0
  gr-total-overflow: 0
  grt_start_max_net_pins: 34
  track_usage_pct: 15.4
clocking:
  post-cts-setup-buffers: 0
  cts-resized-gates: 0
  ctsHoldBuffers: 0
  cts_sinks: 62
  clk_pin_slew_ns: 0.07
  cts_tree: "done"
flow_run:
  cap_violations: 0
  tool_warnings: 27
-- layer usage --
metal  vias to the layer above  GRT usage, %
met3                         6          4.38
met5                         -             0
met1                       792          25.3
met4                         0          2.16
met2                        31          22.0
li1                        736             -
-- power groups by stage --
stage | Sequential (µW) | Clock [µW] | Combinational (µW)
CTS | 991 | 418 | 446
global route | 1020 | 446 | 480
finish | 988 | 403 | 438
-- logic make-up after synthesis --
family	Yosys count
DFF	62
muxes	49
xor gates and xnor gates	2
AOI/OAI and AO/OA	24
buffers and inverters	17
adders and majority gates	2
and+or+nand+nor	33
-- worst min path at each step --
stage | to | slack [ns] | cells past startpoint
4_1_cts | SPI.ss_sync2$_DFF_PN0_ | 0.37 | 0
5_1_grt | SPI.ss_sync2$_DFF_PN0_ | 0.38 | 0
6_report | SPI.ss_sync2$_DFF_PN0_ | 0.36 | 0
-- final cells by class --
type / instances / area, µm² / share of cell area (%)
sequential: 62 / 1550 / 50.0
multi-input combinational: 110 / 1060 / 34.2
timing repair buffer: 25 / 238 / 7.65
clock buffer: 9 / 114 / 3.66
tap: 77 / 96.3 / 3.10
clock inverter: 2 / 35.0 / 1.13
inverter: 2 / 7.51 / 0.241
-- cell usage in the layout, fill, tap and decap left out --
cell	count
a221o_1	8
or3b_1	1
and4b_1	2
mux2i_1	8
bufinv_16	1
a2111oi_4	2
clkbuf_1	1
dfrtn_1	11
ha_1	2
nand3b_1	16
nor2b_1	1
dfstp_2	2
xnor2_1	2
buf_4	3
clkbuf_8	8
o21ai_0	8
dfrtp_1	49
clkdlybuf4s50_1	21
nor4b_4	2
nand3_2	1
buf_2	1
a2111oi_0	6
inv_1	2
nand2b_1	1
nor2_1	1
clkinv_2	1
nand2_1	8
mux2_2	41
-- per-stage QoR --
step	area (µm²)	total power (µW)	hold WS, ns	utilization [%]
floorplan	2710	1210	0.331	-
global placement	2960	1420	0.337	45.8
detailed placement	2960	1440	0.343	45.8
CTS	3110	1860	0.365	48.1
global route	3110	1950	0.378	48.1
finish	3110	1830	0.359	48.1
Power is estimated from default activity; no workload was simulated.
